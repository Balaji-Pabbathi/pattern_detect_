==> flow/design.v <==
module test_dsp(
    input clk_i,
    input signed [26:0] a_i,
    input signed [17:0] b_i,
    output reg ones_o
);
reg signed [44:0] ab;
parameter [44:0] pd_pattern = 44'b011100100110100101100111;
always @(posedge clk_i) begin
    ab <= a_i * b_i;  
    if (ab == pd_pattern) begin
        ones_o <= 1'b1;  
    end else begin
        ones_o <= 1'b0;  
    end
end
endmodule
==> flow/run.sh <==
#!/bin/bash
# OpenROAD 26Q1-2900-gdf79404cd8, Yosys 0.63+post, stock flow scripts
make -C /OpenROAD-flow-scripts/flow DESIGN_CONFIG=/design/flow/config.mk WORK_HOME=/design/flow/orfs finish
==> flow/config.mk <==
export PLATFORM = sky130hd
export DESIGN_NAME = test_dsp
export DESIGN_NICKNAME = test_dsp
export VERILOG_FILES = /design/flow/design.v
export SDC_FILE = /design/flow/constraint.sdc
export NUM_CORES = 4
export LEC_CHECK = 1
export CORE_UTILIZATION = 50
==> flow/constraint.sdc <==
current_design test_dsp

set clk_period 18.1
set clk_io_pct 0.2

create_clock -name clk0 -period $clk_period [get_ports {clk_i}]

set non_clock_inputs [all_inputs -no_clocks]
set_input_delay [expr $clk_period * $clk_io_pct] -clock clk0 $non_clock_inputs
set_output_delay [expr $clk_period * $clk_io_pct] -clock clk0 [all_outputs]
==> results.toml <==
# generated from flow reports
[floorplan]
coreArea_mm2 = 0.0358
die_h_um = 193
die_w_um = 193
die_area_mm2 = 0.0374
io_pins = 47
rows = 69
fp_util_pct = 51.1

[finish]
regArea_um2 = 921
fill_cells = 3273
area_delta_synth_final_pct = 6.15
fin_util_pct = 54.3
logic_area_mm2 = 0.0150
layout-drive-gt1-share_pct = 3.10

[grt]
grt_max_degree = 28
grt_pass1_wl_um = 69000
grt_overflow_total = 0
antenna_found_initial = 1
grtUsageTotal_pct = 25.2
grt_pass1_vias = 13800

[yosys]
ys_cells = 2028
xor_share_pct = 1.86
synthSimpleGateAreaFrac_pct = 16.2
yosysSeqAreaShare_pct = 5.03
synth_cell_types = 63
avgSynthCellArea_um2 = 9.03
compound_area_share_pct = 4.44
mux_area_share_pct = 0.164
ff_type = "dfxtp_1"
netlist_instances = 2028
adder_share_pct = 59.3
ys_top_logic_family = "adder cells"
synth_flops = 46
synth-edff-count = 0
syn_area_mm2 = 0.0183
yosys-stat-area_mm2 = 0.0183
yosysWarnings = 1
synthArstFlopShare_pct = 0

[routing]
drt-pass1-iter-count = 19
drc = 0
insertedDiodeCount = 0
via_per_inst = 5.08
route.vias.total = 12600
drt-initial-drc-count = 329
wl_per_cell_um = 16.3
antenna_left = 0
drt_wl_total_um = 40500

[worst_setup_path]
reg2reg_depth = 3
path_max_fanout = 18
cpMostUsedCell = "fa_1"
start_kind = "input pin"
worst-setup-path-type = "in2reg"
worstPathRequired_ns = 18.26
crit_path_end_kind = "flip-flop"
crit_path_top_delay_cell = "clkdlybuf4s50_1"
critical_path_arrival_ns = 10.17
crit_path_cell_trace = "clkdlybuf4s50_1 -> nand2_1 -> fa_1 -> fa_1 -> fa_1 -> inv_1 -> fa_1 -> fa_1 -> inv_1 -> fa_1 -> inv_1 -> ha_1 -> nand4_2 -> nor2_4 -> inv_2 -> o31ai_4 -> a211oi_4 -> o31ai_2 -> nand4bb_1 -> nand4_1"
cpPeakStageDelay_ns = 0.98

[final_timing]
slew_headroom_pct = 45.0
max_freq_ghz = 0.100
tns_ns = 0
hold_viol_final = 0
worst_pin_slew_ns = 0.823
skew_ns = 0.00392
fin_crit_sh_pct = 55.3
final-setup-viol-count = 0
finalMaxSlewViolations = 0
rsz0062_at_grt = "no"
min_period_ns = 10.00

[status]
outcome = "completed"

[clocking]
postCtsHoldBufs = 0
clk_latency_ns = 0.28
numCtsBuffers = 5
cts_resized = 0
clk_pin_slew_worst_paths_ns = 0.06
post_cts_buffers = 0
cts_buffer_depth = 2
h-tree-depth = 2
cts_tree = "done"
clock_sinks = 46
cts-root-buf = "clkbuf_16"

[min_path]
hp-class = "reg2reg"
hold_path_depth = 2

[run]
warnings = 25
max_cap_viol_count = 0

[placed_design]
hpwl_um = 33800
gp_congestion = 0.898
numPortBuffers = 46
==> worst paths after layout <==
kind                            startpoint  slack (ns)     end
worst min register to register      ab[22]        0.47  ones_o
worst min-delay path                ab[22]        0.47  ones_o
worst max-delay path               a_i[15]        8.10  ab[43]
worst max register to register      ab[41]       16.89  ones_o
==> metal layers <==
metal / wire [um] / vias up / GRT usage, %
met4: 1030 / 2 / 4.77
li1: - / 5817 / -
met2: 21600 / 342 / 43.4
met1: 15500 / 6436 / 33.8
met3: 2430 / 50 / 6.61
met5: 20 / - / 0.383
==> logic make-up (layout without fill, tap and decap cells) <==
group / after synthesis / count (layout)
AOI/OAI and AO/OA: 115 / 115
xor gates and xnor gates: 39 / 39
adders and majority gates: 584 / 584
buffers and inverters: 634 / 636
DFF: 46 / 46
muxes: 3 / 3
and+or+nand+nor: 607 / 607
==> synthesized netlist by cell type, drive strengths merged (3+ instances only) <==
| library cell | number | area share, % |
|---|---|---|
| o21a | 3 | 0.12 |
| nand3 | 9 | 0.25 |
| and2 | 189 | 6.5 |
| mux2i | 3 | 0.16 |
| xnor2 | 31 | 1.5 |
| xor2 | 8 | 0.38 |
| nor4 | 9 | 0.31 |
| and3 | 6 | 0.21 |
| a21o | 19 | 0.78 |
| clkbuf | 87 | 1.8 |
| dfxtp | 46 | 5.0 |
| o211ai | 4 | 0.16 |
| o21bai | 5 | 0.20 |
| buf | 3 | 0.068 |
| nand2 | 302 | 6.2 |
| fa | 473 | 52 |
| nor2b | 6 | 0.20 |
| o31ai | 3 | 0.23 |
| nand2b | 14 | 0.48 |
| a21oi | 36 | 0.98 |
| inv | 544 | 11 |
| a211oi | 8 | 0.46 |
| nor2 | 49 | 1.1 |
| nand4b | 3 | 0.14 |
| ha | 111 | 7.6 |
| nand4 | 7 | 0.27 |
| nor3 | 3 | 0.082 |
| o21ai | 19 | 0.54 |
==> flip-flops by register name, indices dropped and copies added, names as in the netlist <==
register	cells
ab	45
ones_o	1
==> worst max-delay path, delay by kind of cell <==
kind	cells	cell delay [ns]
fa+ha+maj	7	3.47
compound gates	3	1.07
buf+inv	5	1.19
simple gates	5	0.82
==> final cells by class <==
type                            count  share of cell area (%)
Multi-Input combinational cell   1348                    77.2
Inverter                          544                    10.5
Sequential cell                    46                    4.74
Timing Repair Buffer               84                    3.84
Tap cell                          461                    2.97
Clock buffer                        6                   0.663
Clock inverter                      2                  0.0708
==> metrics by stage <==
stage / setup slack, ns / instance area, um2 / hold slack (ns) / cells
floorplan: 8.76 / 18300 / 0.416 / 2028
global route: 7.66 / 19400 / 0.508 / 2491
detailed placement: 7.74 / 19300 / 0.471 / 2483
finish: 8.10 / 19400 / 0.471 / 2491
CTS: 8.04 / 19400 / 0.486 / 2491
global placement: 7.79 / 19300 / 0.473 / 2483
==> cells in the final DEF (no fill, tap or decap), types with 3 or more instances in the layout <==
cell type / synthesis / layout
o211ai_1: 4 / 4
nor3_1: 3 / 3
o21ai_1: 5 / 5
nor4_1: 9 / 9
nand4_1: 6 / 6
xnor2_1: 31 / 31
and2_1: 189 / 189
clkdlybuf4s50_1: 0 / 46
clkbuf_16: 0 / 5
and3_1: 5 / 5
nand2_1: 302 / 302
nand4b_1: 3 / 3
nor2_1: 46 / 46
a21oi_1: 36 / 36
nand3_1: 9 / 9
nor2b_1: 6 / 6
fa_1: 473 / 473
o21a_1: 3 / 3
o21bai_1: 5 / 5
a21o_1: 19 / 19
ha_1: 111 / 111
nand2b_1: 14 / 14
mux2i_1: 3 / 3
dfxtp_1: 46 / 46
xor2_1: 8 / 8
inv_1: 543 / 543
a211oi_1: 6 / 6
buf_4: 0 / 38
o21ai_0: 13 / 13
